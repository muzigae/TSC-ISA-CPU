--- /design/flow/config.mk ---
export PLATFORM = sky130hd
export DESIGN_NAME = register_file
export DESIGN_NICKNAME = register_file
export VERILOG_FILES = /design/flow/design.v
export SDC_FILE = /design/flow/constraint.sdc
export NUM_CORES = 4
export LEC_CHECK = 1
export CORE_UTILIZATION = 50
--- /design/flow/constraint.sdc ---
current_design register_file

set clk_period 2.0
set clk_io_pct 0.2

create_clock -name clk0 -period $clk_period [get_ports {clk}]

set non_clock_inputs [all_inputs -no_clocks]
set_input_delay [expr $clk_period * $clk_io_pct] -clock clk0 $non_clock_inputs
set_output_delay [expr $clk_period * $clk_io_pct] -clock clk0 [all_outputs]
--- /design/flow/design.v ---
`timescale 1ns / 1ps
module register_file(
    input write,
    input clk,
    input reset_n,
    input [1:0] read_addr1,                  
    input [1:0] read_addr2,                  
    input [1:0] jump_addr_forwarding_in,     
    input [1:0] write_addr,                  
    input [15:0] write_data,                 
    output [15:0] read_data1,                
    output [15:0] read_data2,                
    output [15:0] jump_addr_forwarding_out,  
    output reg [15:0] wb_forwarding         
    );
    reg [15:0] memory [3:0];
    assign read_data1 = memory[read_addr1];
    assign read_data2 = memory[read_addr2];
    assign jump_addr_forwarding_out = memory[jump_addr_forwarding_in];
    initial begin
        memory[0] <= 16'h0000;
        memory[1] <= 16'h0000;
        memory[2] <= 16'h0000;
        memory[3] <= 16'h0000;
    end
    always @ (negedge reset_n, posedge clk) begin
        if (!reset_n) begin
            memory[0] <= 16'h0000;
            memory[1] <= 16'h0000;
            memory[2] <= 16'h0000;
            memory[3] <= 16'h0000;
        end
        else begin
            if (write) begin
                memory[write_addr] <= write_data;
                wb_forwarding      <= write_data;
            end
        end
    end
endmodule
--- /design/flow/run.sh ---
#!/bin/bash
# OpenROAD 26Q1-2900-gdf79404cd8, Yosys 0.63+post, stock flow scripts
make -C /OpenROAD-flow-scripts/flow DESIGN_CONFIG=/design/flow/config.mk WORK_HOME=/design/flow/orfs finish
==> flow_metrics.tcl <==
# place-and-route summary
set metrics [dict create \
    ys_cells 213 \
    grt_overflow 0 \
    drt_iter0_markers 87 \
    clkPwrFrac_pct 29.5 \
    synth.top_cell.area_share_pct 39.56 \
    ys_sh_aoi_pct 0 \
    core-area_um2 7767 \
    swShare_pct 23.50 \
    die-area_um2 8461 \
    die_y_um 91.99 \
    fmax_mhz 510.6 \
    slew_headroom_pct 73.07 \
    ys_warn_count 2 \
    powerDensity_nw_per_um2 858.5 \
    p_int_uw 3826 \
    numCtsBuffers 9 \
    place_congestion 0.7903 \
    area_growth_pct 43.91 \
    grt_pass1_wl_um 15750 \
    cp_max_fo 2 \
    hold_viol_final 0 \
    wire_per_inst_um 21.48 \
    crit_type "register to output pin" \
    synth.area.top_cells "dfrtp_1 40%, mux4_2 27%, mux2_2 18%" \
    worstSetupEndpointType "output pin" \
    ys_chip_area_um2 4049 \
    p_switching_uw 1176 \
    via_per_inst 5.837 \
    rrSetupSlack_ps 980 \
    cts_root_buffer "clkbuf_8" \
    cts_tree "built" \
    clockBufferDepth 2 \
    firstDrtPassIters 4 \
    cp_slowest_cell "mux4_2" \
    post_synth.cell_area_avg_um2 19.01 \
    postLayoutSetupSlackWorst_ps 41.50 \
    setup_viol 0 \
    antenna_found_initial 0 \
    warnings 26 \
    numSynthFlops 80 \
    port_buffers 90 \
    rr_worst_depth 3 \
    netlist_area_um2 4049 \
    finClkSkew_ps 0 \
    combPwrFrac_pct 27.9 \
    die_x_um 91.99 \
    htreeDepth 3 \
    xor_share_pct 0 \
    worst_pin_slew_ps 404.0 \
    place_hpwl_um 5890 \
    async_reset_ff_share_pct 80.00 \
    grt_pass1_vias 2937 \
    ant_nets 0 \
    ys_sh_adder_pct 0 \
    leakage_uw 0.002405 \
    fp_util_pct 52.13 \
    dp_slack_ps -480.4 \
    min_period_over_period_pct 97.93 \
    ios 91 \
    rr_startpoint "memory[2][4]" \
    critPathMaxStageDelay_ps 440 \
    vdd.ir_drop.worst_mv 0.4723 \
    status "finished, final reports clean" \
    drv_slew 0 \
    drc 0 \
    max_cap_viol_count 0 \
    vias 2656 \
    top_logic_kind "multiplexers" \
    seqPwrFrac_pct 42.7 \
    clock_sinks 80 \
    finalCriticalPeriod_ps 1959 \
    mux_share_pct 44.50 \
    rr_endpoint "memory[2][4]" \
    edf_count 16 \
    ys_types 13 \
    rows 32 \
    layout-drive-gt1-share_pct 53.82 \
    nFillCells 496 \
    worst_hold_path_type "input port to async pin" \
    cp.arrival_ps 1560 \
    wl_um 9773 \
    ys_seq_share_pct 51.42 \
    synth-main-ff-cell "dfrtp_1" \
    synthTopCellsByCount "64 x dfrtp_1, 64 x mux2_2, 48 x mux4_2" \
    start_kind "register" \
    simple_gate_share_pct 1.452 \
    clk_pin_slew_ps 90 \
    grt_use_total_pct 27.56 \
    post-route-util_pct 75.02 \
    grt_max_degree 30 \
    top_area_cell "dfrtp_1" \
    num_antenna_cells 0 \
    insertion_delay_ps 340 \
    synth_cells 213 \
    crit_chain "buf_4, mux4_2, dlygate4sd2_1" \
    crit_required_ps 1600 \
]
placed cells by master (no fill, tap or decap), types with 4 or more instances in the layout:
| cell type | synthesis | routed |
|---|---|---|
| buf_12 | 0 | 11 |
| buf_16 | 0 | 5 |
| buf_4 | 3 | 31 |
| buf_6 | 2 | 4 |
| clkbuf_8 | 0 | 10 |
| clkdlybuf4s15_1 | 0 | 15 |
| clkdlybuf4s50_1 | 0 | 35 |
| dfrtp_1 | 64 | 64 |
| dlygate4sd2_1 | 0 | 32 |
| edfxtp_1 | 16 | 16 |
| mux2_2 | 64 | 64 |
| mux4_2 | 48 | 48 |
what timing repair did:
| item | 4_1_cts | 5_1_grt |
|---|---|---|
| hold endpoints to repair | 11 | 0 |
| resized | 90 | 12 |
| buffers inserted | 25 | 2 |
| hold buffers | 1 | 0 |
| gates cloned | 6 | 0 |
| setup endpoints to repair | 48 | 15 |
critical path: cells and delay by family (launching register included):
kind / cells / cell delay [ps]
buffers and inverters: 2 / 380
DFF: 1 / 390
muxes: 1 / 440
worst max-delay path by stage:
stage	endpoint	depth (start not counted)	slack [ps]	from
4_1_cts	read_data1[0]	3	2	memory[2][0]
5_1_grt	read_data1[10]	3	-20	memory[3][10]
6_report	read_data1[10]	3	40	memory[3][10]
logic make-up (layout without fill, tap and decap cells):
family,Yosys count,after routing
simple gates,5,5
mux,112,112
flops,80,80
buf+inv,16,156
per-stage QoR:
step	cells	cell area, um2	hold WS (ps)	setup TNS, ps	total power [uW]
finish	455	5827	477.6	0	5002
global route	455	5827	482.5	-18.34	5247
CTS	458	5842	475.7	0	5035
detailed placement	410	5261	318.6	-21970	3524
global placement	410	5261	316.1	-21640	3503
floorplan	213	4049	104.4	0	2750
per-layer routing:
metal | track usage [%] | up-vias | part of all wire, %
li1 | - | 1151 | -
met1 | 45.85 | 1346 | 42
met2 | 38.43 | 145 | 46
met3 | 11.90 | 14 | 10
met4 | 4.688 | 0 | 1.4
met5 | 0 | - | 0
power by group through the flow:
stage                 logic, uW  clock network [uW]  registers [uW]
after CTS                  1420                1490            2120
after global routing       1500                1560            2190
final                      1390                1470            2130
sequential cells by signal, summed over array words and instances (netlist names):
name,flops
wb_forwarding,16
memory,64
area by class of cell:
class | count | area [um2] | share of cell area, %
sequential | 80 | 2082 | 35.73
multi-input combinational | 117 | 1861 | 31.93
timing repair buffer | 140 | 1503 | 25.79
clock buffer | 10 | 137.6 | 2.362
tap | 102 | 127.6 | 2.190
clock inverter | 6 | 116.4 | 1.997
Power figures rest on the tool's default switching activity, not on a simulated workload.
