--- design/flow/config.mk ---
export PLATFORM = sky130hd
export DESIGN_NAME = cache
export DESIGN_NICKNAME = cache
export VERILOG_FILES = /design/flow/design.v
export SDC_FILE = /design/flow/constraint.sdc
export NUM_CORES = 4
export LEC_CHECK = 1
export CORE_UTILIZATION = 40
--- design/flow/constraint.sdc ---
current_design cache

set clk_period 11.0
set clk_io_pct 0.2

create_clock -name clk0 -period $clk_period [get_ports {clk}]

set non_clock_inputs [all_inputs -no_clocks]
set_input_delay [expr $clk_period * $clk_io_pct] -clock clk0 $non_clock_inputs
set_output_delay [expr $clk_period * $clk_io_pct] -clock clk0 [all_outputs]
--- design/flow/design.v ---
`timescale 1ns / 1ps
module cache(
    input clk,
    input reset_n,
    input       readC,
    input       writeC,
    output      readyC,
    input [15:0] address,
    inout [15:0] data_dp,    
    inout [63:0] data_mem,   
    output reg readM,
    output reg writeM,
    input       readyM
    );
    reg  [11:0] tag_bank  [3:0];
    reg         valid     [3:0];
    reg  [63:0] data_bank [3:0];
    reg         dirty     [3:0];      
    wire [11:0] tag;
    wire [1:0]  index;
    wire [1:0]  bo;                   
    wire        hit;
    reg         c_valid;
    reg  [15:0] num_hit;
    reg  [15:0] num_access;
    assign tag   = address[15:4];
    assign index = address[3:2];
    assign bo    = address[1:0];
    assign hit   = (tag == tag_bank[index]) && valid[index];
    assign readyC   = hit | c_valid;
    assign data_dp  = readyC ? data_bank[index][(bo * 16) +: 16] : 16'bz;
    assign data_mem = writeM ? data_bank[index] : 64'bz;
    always @ (negedge reset_n, posedge clk) begin
        if (!reset_n) begin
            tag_bank[0]  <= 0;
            tag_bank[1]  <= 0;
            tag_bank[2]  <= 0;
            tag_bank[3]  <= 0;
            valid[0]     <= 0;
            valid[1]     <= 0;
            valid[2]     <= 0;
            valid[3]     <= 0;
            data_bank[0] <= 0;
            data_bank[1] <= 0;
            data_bank[2] <= 0;
            data_bank[3] <= 0;
            dirty[0]     <= 0;
            dirty[1]     <= 0;
            dirty[2]     <= 0;
            dirty[3]     <= 0;
            readM        <= 0;
            writeM       <= 0;
            c_valid      <= 0;
            num_hit      <= 0;
            num_access   <= 0;
        end
        else begin
            if (readC) begin
                if (!hit) begin
                    if (dirty[index]) begin
                        if (writeM) begin
                            if (readyM) begin
                                dirty[index] <= 0;
                                writeM <= 0;
                            end
                        end
                        else writeM <= 1;
                    end
                    else if (readM) begin
                        if (readyM) begin
                            tag_bank[index]  <= tag;
                            valid[index]     <= 1;
                            data_bank[index] <= data_mem;
                            readM <= 0;
                        end
                    end
                    else readM <= 1;
                end
                else num_hit <= num_hit + 1;
            end
            if (writeC) begin
                if (!hit) begin
                    if (dirty[index]) begin
                        if (writeM) begin
                            if (readyM) begin
                                data_bank[index][(bo * 16) +: 16] <= data_dp;
                                writeM <= 0;
                            end
                        end
                        else writeM <= 1;
                    end
                end
                else begin
                    num_hit <= num_hit + 1;
                    if (data_bank[index][(bo * 16) +: 16] != data_dp) begin
                        data_bank[index][(bo * 16) +: 16] <= data_dp;
                        dirty[index] <= 1;
                    end
                end
            end
            if (readyM) c_valid <= 1;
            else c_valid <= 0;
        end
    end
endmodule
--- design/flow/run.sh ---
#!/bin/bash
# OpenROAD 26Q1-2900-gdf79404cd8, Yosys 0.63+post, stock flow scripts
make -C /OpenROAD-flow-scripts/flow DESIGN_CONFIG=/design/flow/config.mk WORK_HOME=/design/flow/orfs finish
==> Slide: Implementation Results <==
Implementation Results

Outcome
  • Status: completed

Place
  • Final GP Congestion: about 0.76
  • DP HPWL: 11.2 mm
  • Placed inst area: ~12,000 µm²
  • IO buf count: 21

GRT
  • Pin count of the biggest net entering global routing: roughly 66
  • GR Util All Layers: 0.138
  • Vias in the first global route: ~5,600
  • Initial antenna violation count: 0
  • GRT overflow: 0
  • Global-route wire length before repair: 31.2 mm

Critical path
  • R2r worst-path depth: 7
  • CP Capture Type: primary output
  • Crit path buf inv count: 3
  • Slowest cell on crit path: buf_4
  • Reg2reg setup slack: 8.21 ns
  • Crit-path cells: buf_4 -> buf_4 -> mux4_2 -> xor2_1 -> nor2_1 -> o2111ai_1 -> nand3b_2 -> or2b_1 -> clkdlybuf4s50_1
  • Crit-path max cell delay: between 0.6 and 0.7 ns
  • Crit path required time: just under 9 ns
  • CP dominant cell by count: buf_4
  • Critical path peak fanout: around 46
  • Top delay family on crit path: buffers and inverters
  • FF-to-FF End: tag_bank[0][10]
  • CP Depth: 9
  • CP arrival: 5.15 ns
  • Crit Path Category: in -> out
  • CP startpoint kind: primary input
  • Worst r2r src: tag_bank[3][1]

Clock tree
  • CTS buffer count: 34
  • Clk latency late pin: ~0.51 ns
  • PostCTS Resize Cnt: 0
  • Max H-tree Level: 2
  • Post-CTS Setup Inserts: 0
  • Clock slew at the register clock pins of the worst setup and hold paths: 0.05 ns
  • TritonCTS clock tree: yes
  • Clk sinks: around 310
  • Clk root buf: clkbuf_16
  • Hold Buf Count CTS: 0
  • Clock Tree Buf Depth: 3

Synth
  • Asr flop ratio synth: 1.00
  • Largest cells by area: dfrtp_1 65%, mux4_2 16%, clkbuf_1 8.4%
  • YS warnings: 7
  • Dominant flop cell: dfrtp_1
  • EDFF count, synth: 0
  • Flops & latches, synth: just over 300
  • Top-area cell share: 0.649
  • Synthesized cell area: around 12,000 µm²
  • Chip Area, Yosys: 12,000 µm²
  • Syn avg cell area: between 15 and 20 µm²
  • Synth Instances: 792
  • Dominant cell type by area after synthesis: dfrtp_1
  • Seq share, synth: 0.649
  • Number of standard cells reported by yosys: about 790
  • Cell Type Count: 33

Floorplanning
  • FP Util: 0.412
  • Die Ht: 175 µm
  • Die Footprint: 30,600 µm²
  • Die width: 175 µm
  • I/O pin cnt: roughly 100
  • Core Footprint: 29,000 µm²
  • Cell Rows: ~62

Routing
  • DR top layer: met4
  • DR vias: 4,617
  • Met1 WL: roughly 8.3 mm
  • DR iter-0 viols: roughly 190
  • Total routed wirelength: 18.6 mm
  • Vias per inst: 4.69
  • Drc violations: 0
  • N_diodes: 0
  • Number of iterations in the first detailed-routing pass: 3
  • WL/cell: about 19 µm
  • Met2 WL: about 8.2 mm
  • DRT antenna net count: 0
  • Metal3 WL: around 1.6 mm

Power and ir drop
  • Max rail drop VDD: approximately 0.00013 V
  • Power density cells: approximately 210 nW/µm²
  • Pleak: about 0.0060 µW
  • Power Total: 2650 µW

STA
  • Unrepaired setup endpoints after global routing: false
  • Min Tclk post-route: 7.35 ns
  • Slew Limit Fails: 0
  • Max-slew headroom: 0.448
  • Worst Clk Skew: roughly 0.021 ns
  • Max Clock Freq: approximately 0.14 GHz
  • Final Hold Vio Count: 0
  • Worst Max-Slew Pin Slew: about 0.83 ns
  • Setup Viol. Count Final: 0
  • Period utilization: 0.668
  • TNS Setup: 0 ns

Cells and area
  • Layout cells sized above 1: 0.358
  • Most frequent cells in the layout: 310 x dfrtp_1, 85 x mux4_2, 35 x clkbuf_16
  • Design area: 12,900 µm²
  • Most numerous logic cell after layout: dfrtp_1
  • Final-layout fill cell count: 2,432
  • Synth-to-Final Area Change: 7.73%

Run
  • Max_cap viols: 0
  • OpenROAD warnings: 26

Hold path
  • Hold Path Sink: data_bank[2][26]
  • Startpoint of the worst hold path: data_bank[2][26]
  • Hold depth: 0
  • Hold crit path type: reg -> reg
## area by class of cell
class,instances,area [µm²],area share
multi-input combinational,196,3060,0.238
sequential,310,7760,0.602
timing repair buffer,32,292,0.0226
clock buffer,43,976,0.0758
tap,384,480,0.0373
clock inverter,19,310,0.0241
## cells in the mapped netlist, types with 2 or more instances
cell	instances
and3_1	3
buf_1	5
buf_2	7
buf_4	2
buf_6	6
clkbuf_1	266
dfrtp_1	310
mux2_2	31
mux2_4	18
mux2i_1	17
mux4_2	85
nand2b_1	2
nor2_1	3
nor2b_1	2
or2_2	2
xnor2_1	8
xor2_1	9
## cell families after synthesis
logic type,Yosys count,share of synthesized area
other,1,0.000314
multiplexers,151,0.226
XOR/XNOR,17,0.0125
buffers and inverters,286,0.0949
AND-OR/OR-AND,7,0.00440
flip-flops,310,0.649
AND/OR/NAND/NOR,20,0.0127
## power breakdown
part / leakage, µW / switching [µW] / total, µW / internal [µW]
clock network: 0.000620 / 448 / 1250 / 799
registers: 0.00422 / 25.2 / 1220 / 1190
logic: 0.00118 / 83.4 / 183 / 99.3
## sequential cells by signal (all words and copies together) (netlist names)
name	flops
tag_bank	48
c_valid	1
data_bank	256
readM	1
valid	4
## metrics by stage
step                instances  setup slack, ns  utilization  hold slack [ns]
finish                    984             3.65        0.444            0.369
global route              984             3.37        0.444            0.380
CTS                       984             3.61        0.444            0.375
detailed placement        922             3.65        0.399            0.362
global placement          922             3.64        0.399            0.360
floorplan                 792             4.54            -            0.424
## routing by layer
metal / track usage / vias to the layer above
met3: 0.0522 / 38
met4: 0.0290 / 0
met5: 0 / -
met1: 0.224 / 2320
met2: 0.189 / 168
li1: - / 2091
## worst max-delay path by stage
stage	start	to	slack (ns)
after global routing	address[3]	readyC	3.37
final	address[3]	readyC	3.65
after CTS	address[3]	readyC	3.61
Power and IR drop assume default switching activity.
