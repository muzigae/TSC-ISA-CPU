**flow/design.v**
```verilog
module arithmetic_logic_unit(
    input [15:0] input1,
    input [15:0] input2,
    input Cin,
    input [3:0] OP,
    output reg [15:0] result,
    output reg Cout
    );
    reg [16:0] temp;
    always @ (*) begin
        result = 0;
        Cout = 0;
        case (OP)
            4'b0000: begin
                temp = input1 + input2 + Cin;
                result = temp[15:0];
                Cout = temp[16];
            end
            4'b0001: begin
                temp = input1 - (input2 + Cin);
                result = temp[15:0];
                Cout = temp[16];
            end
            4'b0010: begin
                result = input1;
            end
            4'b0011: begin
                result = input1 == input2;
            end
            4'b0100: begin
                result = input1 != input2;
            end
            4'b0101: begin
                result = (input1[15] == 0 && input1 != 0);
            end
            4'b0110: begin
                result = ~input1;
            end
            4'b0111: begin
                result = input1 & input2;
            end
            4'b1000: begin
                result = input1 | input2;
            end
            4'b1001: begin
                result = input1 ^ input2;
            end
            4'b1010: begin
                result = ~input1 + 1;
            end
            4'b1011: begin
                result = input1 >> 1;
                result[15] = input1[15];
            end
            4'b1100: begin
                result = { input2[7:0], 8'b0 };
            end
            4'b1101: begin
                result = input1[15] == 1;
            end
            4'b1110: begin
                result = input1 <<< 1;
            end
            4'b1111: begin
                result = input1 | { 8'b0, input2[7:0] };
            end
        endcase
    end
endmodule
```
**flow/run.sh**
```bash
#!/bin/bash
# OpenROAD 26Q1-2900-gdf79404cd8, Yosys 0.63+post, stock flow scripts
make -C /OpenROAD-flow-scripts/flow DESIGN_CONFIG=/design/flow/config.mk WORK_HOME=/design/flow/orfs finish
```
**flow/config.mk**
```make
export PLATFORM = sky130hd
export DESIGN_NAME = arithmetic_logic_unit
export DESIGN_NICKNAME = arithmetic_logic_unit
export VERILOG_FILES = /design/flow/design.v
export SDC_FILE = /design/flow/constraint.sdc
export NUM_CORES = 4
export LEC_CHECK = 1
export CORE_UTILIZATION = 40
```
**flow/constraint.sdc**
```tcl
current_design arithmetic_logic_unit

set clk_period 8.9
set clk_io_pct 0.2

create_clock -name clk0 -period $clk_period

set non_clock_inputs [all_inputs -no_clocks]
set_input_delay [expr $clk_period * $clk_io_pct] -clock clk0 $non_clock_inputs
set_output_delay [expr $clk_period * $clk_io_pct] -clock clk0 [all_outputs]
```
==> notes.md <==
Notes on the flow run.

- The layout has 0 clock buffers.
- Sequential cells were found to cover 0% of the synthesized design area.
- For reference, the placement row count at floorplan is 36.
- The critical setup path kind is input port to output port, for reference.
- The area used by multi-input combinational logic is 3650 µm², for reference.
- Counting the fill cells in the layout gives around 1000.
- Port buffering added 54 buffers.
- The overall power after layout is between 300 and 400 µW, for reference.
- In this run the remaining antenna-violating nets after routing total 0.
- The number of primary I/O pins is 54, for reference.
- The final timing report derives a shortest allowable period of between 7 and 8 ns.
- The number of endpoints failing setup at the final stage is 0, for reference.
- The wire length of the first global-routing pass is 26400 µm, for reference.
- The final-layout setup total negative slack is 0 ns, for reference.
- The via count of the first global-routing pass is 4422, for reference.
- The initial antenna violation count is 0.
- The number of warnings reported in the stage logs is 64.
- Leaving out fill and tap cells, the most frequent cells in the layout are ha_1, inv_1, clkdlybuf4s50_1, nand2_1, nor2_1.
- The run finished with clean final reports.
- Per the detail_route report, routed wire per instance is 23.2 µm.
- The main area contributors are ha_1, inv_1, a21oi_1, o21ai_0, nand2_1.
- The final max-slew violation count is 0, for reference.
- For the pin with the worst max-slew slack, the measured transition is about 0.91 ns.
- Global routing finished with a remaining overflow of 0.
- The portion of the clock cycle consumed by the worst path in the final layout is 86.9%, for reference.
- The OpenROAD report gives the critical path a required time of 7.12 ns.
- The area occupied by registers is 0 µm², for reference.
- The average via count per standard cell is 6.37, for reference.
- The number of max-cap violations is 0, for reference.
- The routed design has 17500 µm of wire.
- Antenna repair during routing inserted a diode count of 0.
- The vertical die size is 102 µm, for reference.
- The highest net fanout along the worst path is 8, for reference.
- The number of DRC markers in iteration 0 is roughly 450, for reference.
- The area share of the largest cell type after synthesis is approximately a fifth, for reference.
- In this run, placement finished with an instance count of 755.
- The share of the core filled with cells in the final layout is 47.2%, for reference.
- The number of cells reported by Yosys stat comes to ~600.
- The area of the placeable core is 9770 µm², for reference.
- The setup slack after layout is between 1 and 1.5 ns, for reference.
- The routability-driven placement congestion ratio is around 1.0, for reference.
- The minimum setup slack after placement is 1.31 ns, for reference.
- The most numerous logic cell after layout is ha_1, for reference.
- In the log, the iteration count for the first detailed-route pass is 5.
- The reported leakage power is 0.00189 µW, for reference.
- At the floorplan stage, the core utilization is reported as approximately two fifths.
- The worst setup path is captured at an output port.
- From synthesis to final layout, the design area changed by 14.5%.
- Entering global routing, the biggest net connects 51 pins.
- Setup repair after global routing left no endpoint under its margin.
- In this run the post-CTS setup repair buffer count came out at 0.
- The flop count is 0, for reference.
- Yosys mapped the design onto ~73 distinct sky130hd cell types.
- For this run, the number of Yosys warnings is 1.
- The maximum operating frequency is 0.129 GHz, for reference.
- Before any placement, the netlist area is recorded as 4030 µm².
- The data arrival time at the worst-slack endpoint is about 6.0 ns, for reference.
- In this run the horizontal extent of the chip is 102 µm.
- Per the post-synthesis stats, the area per cell is 6.69 µm².
- The path category of the worst min-delay check is input port to output port, for reference.
- The number of buffers inserted by hold repair at cts is 0, for reference.
- For this block, the via count after detailed routing is 4808.
- According to the Yosys statistics, the synthesized design has a chip area of 4030 µm².
- The largest area contributor in the netlist is ha_1, for reference.
- The post-layout instance count excluding filler cells is 755, for reference.
- Power spread over the standard cell area amounts to 68.0 nW/µm².
- The total routing usage reported by global routing is 34.7%, for reference.
- STA classifies the critical path startpoint as an input port.
- The layout summary lists the proportion of cells stronger than drive strength 1 as 3.38%.
- The cell count after synthesis is 602, for reference.
- The maximum ir drop on the vdd rail is 0.0336 mV, for reference.
- The final timing report lists a hold violation count of 0.
- After detailed routing, the number of remaining DRC violations is 0.
- According to the floorplan report, the total die area is 10500 µm².
- The post-cts gate resize count is 0, for reference.
- Measured against its own limit, the worst slew margin works out to 38.5%.
- The HPWL after detailed placement is around 14000 µm, for reference.
==> through the flow <==
step	cell area, µm²	hold WS, ns
after CTS	4610	4.78
after global placement	4610	4.76
after global routing	4610	4.83
after floorplan	4030	3.68
after detailed placement	4610	4.77
final	4610	4.76
==> kinds of logic (layout without fill, tap and decap cells) <==
logic type | Yosys count | after routing | share of synthesized area (%)
muxes | 9 | 9 | 2.27
adders and majority gates | 66 | 66 | 21.2
AOI/OAI and AO/OA | 202 | 202 | 35.3
xor gates and xnor gates | 32 | 32 | 7.14
buffers and inverters | 97 | 117 | 9.44
and+or+nand+nor | 196 | 196 | 24.6
==> worst max-delay path, stage by stage <==
cell and delay [ns]:
clkdlybuf4s50_1 0.68, inv_1 0.17, ha_1 0.43, ha_1 0.44
a211o_1 0.31, a2111oi_0 0.59, o31ai_1 0.18, a221oi_1 0.59
xnor2_1 0.12, o21ai_1 0.16, clkdlybuf4s50_1 0.49
==> final cells by class <==
class	instances	area share [%]
Multi-Input combinational cell	505	79.1
Timing Repair Buffer	60	12.7
Inverter	57	4.64
Tap cell	133	3.61
==> worst paths after layout <==
kind | start | to | slack [ns] | cells after the start
max | input1[7] | Cout | 1.16 | 11
min | Cin | result[0] | 4.76 | 5
==> power breakdown <==
group          switching [µW]  leakage, µW  total [µW]  internal (µW)
clock                       0            0           0              0
sequential                  0            0           0              0
combinational             182      0.00189         314            132
==> metal layers <==
| layer | vias up | track usage, % | share of wire (%) |
|---|---|---|---|
| met3 | 24 | 6.54 | 9.6 |
| met4 | 0 | 7.69 | 2.5 |
| met5 | - | 0 | 0 |
| li1 | 2275 | - | - |
| met2 | 232 | 52.8 | 43 |
| met1 | 2277 | 50.8 | 45 |
==> Yosys cell counts (4+ instances only) <==
cell and count:
nand4_1 9, nor2b_1 7, a22oi_1 9, o31ai_1 7, a21oi_1 37, clkbuf_1 29, o21ai_0 37, or2_2 4
o21bai_1 4, a2111oi_0 4, o211ai_1 7, nor4_1 9, o22ai_1 5, inv_1 57, nor2_1 48, fa_1 4
a21o_1 9, buf_1 8, o221ai_1 4, nand2_1 49, nand2b_1 7, mux2i_1 8, xnor2_1 20, or4_1 4
a211o_1 5, xor2_1 11, a32oi_1 6, o21a_1 5, ha_1 62, a211oi_1 5, a221oi_1 7, nor3_1 16
o32a_1 4, a31oi_1 11, and3_1 6, nand3_1 15
Power figures rest on the tool's default switching activity, not on a simulated workload.
